**flow/config.mk**
```make
export PLATFORM = sky130hd
export DESIGN_NAME = shifter
export DESIGN_NICKNAME = shifter
export VERILOG_FILES = /design/flow/design.v
export SDC_FILE = /design/flow/constraint.sdc
export NUM_CORES = 4
export LEC_CHECK = 1
export CORE_AREA = 10 10 70 70
export DIE_AREA = 0 0 80 80
```
**flow/constraint.sdc**
```tcl
current_design shifter

set clk_period 2.5
set clk_io_pct 0.2

create_clock -name clk0 -period $clk_period

set non_clock_inputs [all_inputs -no_clocks]
set_input_delay [expr $clk_period * $clk_io_pct] -clock clk0 $non_clock_inputs
set_output_delay [expr $clk_period * $clk_io_pct] -clock clk0 [all_outputs]
```
**flow/design.v**
```verilog
module shifter 
#(
	parameter BIT_COUNT = 8
)
(
	input  [BIT_COUNT-1:0] shift_in,
	input  [BIT_COUNT-1:0] shift_amount,  
	output [BIT_COUNT-1:0] shift_out,
);
assign shift_out = shift_amount[BIT_COUNT-1] ? shift_in >> ((~shift_amount)+1) : shift_in << shift_amount;
endmodule
```
**flow/run.sh**
```bash
#!/bin/bash
# OpenROAD 26Q1-2900-gdf79404cd8, Yosys 0.63+post, stock flow scripts
make -C /OpenROAD-flow-scripts/flow DESIGN_CONFIG=/design/flow/config.mk WORK_HOME=/design/flow/orfs finish
```
==> reports/notes.md <==
Hold path
• input pin to output pin — path class of the lowest-slack min-delay path

Timing
• 0 — endpoints failing setup
• 0 — number of pins exceeding their max-slew limit in the final report
• 70.1% — Worst slew margin
• 405 MHz — Max Clk Rate
• 1.57 ns — final worst hold slack
• 98.8% — period utilisation layout
• 2.47 ns — Final min period
• 0 — number of hold-slack violations in the final timing report
• 0.447 ns — actual transition at the worst max-transition pin
• 0.0311 ns — post-layout worst setup margin

Floorplan
• 80 um — Die Y
• 80 um — die boundary width
• 21 — standard-cell row count
• 3420 um^2 — placeable core area
• 24 — Top Ports
• 9.05% — FP Util
• 6400 um^2 — chip area

Critical path
• input pin to output pin — critical path start-end classification
• 1.97 ns — arrival time reported for the critical path endpoint
• output pin — CP Capture Type
• 7 — CP max FO
• 2.00 ns — worst endpoint required time
• input pin — kind of start point of the critical path

Detailed routing
• 58 — initial drt markers
• 0 — antenna violation net count after detailed routing
• 4 — drt first pass iters
• 620 um — wire length on met1
• 12.6 um — WL per Instance
• 3.77 — average via count per standard cell
• 210 um — met3 wire length
• 1620 um — Post-Route WL
• 0 — total DRC errors in the routed layout
• 486 — total via count after detailed routing
• met3 — top sig layer
• 788 um — Routed met2 length
• 0 — antenna cells

Cells and area
• 0 — number of flip-flops and latches
• 57.8% — fraction of layout instances using a drive strength above 1
• 170% — synthesis-to-layout area growth
• 833 um^2 — post-layout instance area
• 129 — filler-free cell count of the finished design
• sky130_fd_sc_hd__buf_4, sky130_fd_sc_hd__clkdlybuf4s50_1, sky130_fd_sc_hd__buf_2, sky130_fd_sc_hd__buf_6 — top library cells by usage in the layout, fill and taps aside
• 0 um^2 — sequential cell area in the final layout
• 0 — clock buffers
• sky130_fd_sc_hd__buf_4 — commonest non-fill, non-tap cell in the layout

Placed design
• 666 um^2 — placed cell area
• 1130 um — sum of net half-perimeters after detailed placement
• 0.818 — final estimated routing congestion in global placement
• -0.455 ns — Setup Slack @ Placement
• 24 — count of buffers from port buffering
• 121 — dpl cells

Power and ir drop
• 60.0 uW — internal power
• 0.0206 mV — maximum ir drop on the vdd rail
• 0.335 nW — leak pwr
• 42.7% — Net Sw Frac
• 126 nW/um^2 — power density cells
• 100.0% — combinational cell fraction of total power
• 44.6 uW — P_sw
• 0% — Clock Power Share
• 0% — proportion of power drawn by flip-flops and latches

GRT
• 4.48% — global-route total usage across every layer
• 2390 um — first-pass GRT wire length
• 0 — initial antenna violation count
• 518 — number of global-route vias before repair
• 12 — largest net degree at the start of global routing
• 0 — global route total overflow

Clocking
• 0 — Post-CTS Hold Fix Bufs

Logic synthesis
• 7.02 um^2 — Post-Synthesis Mean Instance Area
• 44 — number of standard cells reported by yosys
• 22 — number of distinct library cells after synthesis
• 0 — Synthesis Warnings
• 44 — Syn Inst Count
• 309 um^2 — post-synthesis chip area from yosys
• 0% — share of the yosys chip area belonging to registers
• 309 um^2 — total standard cell area after synthesis

Flow run
• 33 — Tool Warnings
• 0 — MaxCap Viol Count

Status
• complete, no violations — run status

==> through the flow <==
stage          total power, mW  util (%)  setup TNS, ns
6_report                 0.105      24.4              0
5_1_grt                  0.112      24.4        -0.0487
4_1_cts                 0.0867      21.3       -0.00320
3_5_place_dp            0.0800      19.5          -2.93
3_3_place_gp            0.0798      19.5          -3.06
2_1_floorplan           0.0326         -              0
==> synth_stat cells (all sizes together) <==
| master | n | area, um^2 |
|---|---|---|
| inv | 4 | 15.0 |
| nor2b | 4 | 25.0 |
| nor3b | 1 | 7.51 |
| or4 | 1 | 11.3 |
| a31oi | 1 | 6.26 |
| nor2 | 2 | 7.51 |
| mux2 | 4 | 45.0 |
| nand4 | 1 | 6.26 |
| a2111oi | 2 | 17.5 |
| or2 | 2 | 12.5 |
| nand2 | 1 | 3.75 |
| nor4 | 5 | 31.3 |
| o21a | 1 | 7.51 |
| nor3 | 1 | 5.00 |
| a211oi | 2 | 15.0 |
| o22ai | 2 | 12.5 |
| clkbuf | 2 | 7.51 |
| buf | 2 | 16.3 |
| nand2b | 3 | 26.3 |
| mux2i | 3 | 30.0 |
==> cell type report <==
| cell class | count | area, um^2 |
|---|---|---|
| Fill cell | 354 | 2580 |
| Inverter | 4 | 15.0 |
| Multi-Input combinational cell | 36 | 379 |
| Tap cell | 46 | 57.6 |
| Timing Repair Buffer | 43 | 382 |
==> worst max-delay path, stage by stage <==
cell                              delay [ns]
sky130_fd_sc_hd__clkdlybuf4s50_1        0.42
sky130_fd_sc_hd__buf_6                  0.14
sky130_fd_sc_hd__buf_4                  0.15
sky130_fd_sc_hd__buf_4                  0.14
sky130_fd_sc_hd__inv_2                  0.06
sky130_fd_sc_hd__nand4_1                0.12
sky130_fd_sc_hd__a31oi_1                0.23
sky130_fd_sc_hd__clkdlybuf4s15_1        0.21
==> power groups by stage <==
stage	Sequential (mW)	Combinational [mW]	Clock, mW
after global routing	0	0.112	0
after CTS	0	0.0867	0
final	0	0.105	0
==> routing by layer <==
layer / vias to the layer above / track usage (%)
met4: 0 / 0
met1: 225 / 4.68
met3: 0 / 2.39
met5: - / 0
li1: 245 / -
met2: 16 / 8.19
==> worst paths after layout <==
| check | cells past startpoint | from | to | slack [ns] |
|---|---|---|---|---|
| setup / recovery | 8 | shift_amount[1] | shift_out[4] | 0.03 |
| hold / removal | 5 | shift_amount[3] | shift_out[0] | 1.57 |
==> repair_timing <==
action / in CTS / in global routing
pin swaps: 1 / 4
endpoints found under the setup margin: 8 / 7
buffers inserted: 5 / 3
resized: 35 / 20
endpoints found under the hold margin: 0 / 0
==> cells by family (layout without fill, tap and decap cells) <==
group           Yosys count  in the layout  share of synthesized area (%)
buf+inv                   8             47                           12.5
compound gates            8              8                           19.0
mux                       7              7                           24.3
simple gates             21             21                           44.1
No activity file was given, so power comes from the tool's default toggle rates.
