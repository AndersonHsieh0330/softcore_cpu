### ./design.v
(* use_dsp = "yes" *) module adder
#(
	BIT_COUNT = 8
)
(
	input  [BIT_COUNT-1:0] a,
	input  [BIT_COUNT-1:0] b,
	output [BIT_COUNT-1:0] sum,
	output cout
);
wire [BIT_COUNT:0] result;
assign result = a + b;
assign {cout, sum} = result;
endmodule
module full_adder_1_bit 
(
	input  a,
	input  b,
	input  cin,
	output sum,
	output cout
);
wire a_xor_b = a ^ b;
wire a_and_b = a & b;
assign sum = a_xor_b ^ cin;
assign cout = a_and_b | (cin & a_xor_b);
endmodule
module shifter 
#(
	parameter BIT_COUNT = 8
)
(
	input  [BIT_COUNT-1:0] shift_in,
	input  [BIT_COUNT-1:0] shift_amount,  
	output [BIT_COUNT-1:0] shift_out,
);
assign shift_out = shift_amount[BIT_COUNT-1] ? shift_in >> ((~shift_amount)+1) : shift_in << shift_amount;
endmodule
`timescale 1ns / 1ps
module top(
    );
endmodule
### ./run.sh
#!/bin/bash
# OpenROAD 26Q1-2900-gdf79404cd8, Yosys 0.63+post, stock flow scripts
make -C /OpenROAD-flow-scripts/flow DESIGN_CONFIG=/design/flow/config.mk WORK_HOME=/design/flow/orfs finish
### ./constraint.sdc
current_design adder

set clk_period 5.1
set clk_io_pct 0.2

create_clock -name clk0 -period $clk_period

set non_clock_inputs [all_inputs -no_clocks]
set_input_delay [expr $clk_period * $clk_io_pct] -clock clk0 $non_clock_inputs
set_output_delay [expr $clk_period * $clk_io_pct] -clock clk0 [all_outputs]
### ./config.mk
export PLATFORM = sky130hd
export DESIGN_NAME = adder
export DESIGN_NICKNAME = adder
export VERILOG_FILES = /design/flow/design.v
export SDC_FILE = /design/flow/constraint.sdc
export NUM_CORES = 4
export LEC_CHECK = 1
export CORE_AREA = 10 10 70 70
export DIE_AREA = 0 0 80 80
==> flow_summary.yaml <==
# yosys + openroad results
timing:
  max_freq_ghz: 0.2421
  fin_setup_tns_ns: 0
  rsz0062_at_grt: "false"
  fin_crit_ns: 4.131
  relSlewSlack_pct: 76.25
  period_used_pct: 80.99
  max_slew.worst_pin.slew_ns: 0.3473
  setup_ws_ns: 0.9693
  final_max_slew_viol_count: 0
  setup_viol: 0
  finalHoldViolCount: 0
route:
  num_vias: 398
  drtAntennaViolNets: 0
  vias_per_cell: 3.522
  drc: 0
  routed_wl_mm: 1.110
  n_antenna_cell: 0
  wire_per_inst_um: 9.823
  drt_iter0_drc: 27
  drtPass1Iterations: 3
layout:
  drive_gt1_share_pct: 1.493
  ff_count: 0
  seq_area_um2: 0
  area_growth_pct: 94.98
  n_clock_buffer: 0
floorplan:
  fp_util_pct: 9.487
  die-area_um2: 6400
  rows: 21
  coreArea_um2: 3416
  chipHeight_um: 80
  fp.dieW_um: 80
  ios: 25
synth:
  synth_top_cell_by_area: "ha_1"
  syn_avg_cell_area_um2: 7.716
  yosys_area_um2: 324.1
  area_leaders: "ha_1 (31%), a21oi_1 (7.7%), a311o_1 (6.2%)"
  yosysSeqAreaShare_pct: 0
  top_area_share_pct: 30.89
  yosys_warnings: 0
  synth_cell_types: 20
  netlist_area_um2: 324.1
  yosys_cells: 42
  synthCells: 42
placement:
  io_buffers: 25
  hpwl_mm: 1.017
  dpl_worst_slack_ns: 0.9602
  gp_congestion: 0.7417
min_path:
  min_path_cells: 3
  hp-class: "in -> out"
  worstHoldStart: "b[0]"
  worstHoldEndpoint: "sum[0]"
global_routing:
  grt_max_degree: 7
  grt_overflow: 0
  grt_pass1_wl_mm: 1.711
  grtUsageTotal_pct: 3.170
  antenna_found_initial: 0
  grt_pass1_vias: 379
pwr:
  ir_drop_uv: 46.16
  powerDensity_nw_per_um2: 115.6
  p_leak_uw: 0.0002547
critical_path:
  path_max_fanout: 2
  start_kind: "input pin"
  worstSetupPathType: "in -> out"
  cp_data_required_time_ns: 4.08
  endpoint_kind: "primary output"
  arrival_ns: 3.11
clock_tree:
  ctsResizeCount: 0
  cts_setup_buffers: 0
  postCtsHoldBufs: 0
run:
  warning_count: 32
  cap_violations: 0
outcome:
  status: "finished, final reports clean"
-- placed cells by master (no fill, tap or decap) --
cell type / instances
xnor2_1: 2
nand2_1: 3
inv_2: 1
mux2i_1: 1
xor2_1: 2
fa_1: 1
ha_1: 8
nor2b_1: 2
a21o_1: 2
nor3_1: 2
clkdlybuf4s50_1: 25
a221oi_1: 1
o21ai_0: 1
nor2_1: 2
a311o_1: 2
o21bai_1: 1
nand3_1: 2
nor4_1: 1
inv_1: 2
a21oi_1: 5
a2111oi_0: 1
-- synthesized netlist by cell type --
master,count
ha_1,8
a21oi_1,5
nand2_1,3
a21o_1,2
a311o_1,2
inv_1,2
nand3_1,2
nor2_1,2
nor2b_1,2
nor3_1,2
xnor2_1,2
xor2_1,2
a2111oi_0,1
a221oi_1,1
fa_1,1
inv_2,1
mux2i_1,1
nor4_1,1
o21ai_0,1
o21bai_1,1
-- worst max-delay path by stage --
stage	from	end	slack, ns	cells past startpoint
final	a[0]	sum[6]	0.97	8
after global routing	a[4]	sum[7]	0.83	7
after CTS	a[0]	sum[6]	0.94	8
-- cells by family (layout without fill, tap and decap cells) --
| kind of cell | Yosys count | after routing | synth area share, % |
|---|---|---|---|
| buffers and inverters | 3 | 28 | 3.475 |
| and+or+nand+nor | 12 | 12 | 17.76 |
| muxes | 1 | 1 | 3.089 |
| adders and majority gates | 9 | 9 | 37.07 |
| xor gates and xnor gates | 4 | 4 | 10.81 |
| AOI/OAI and AO/OA | 13 | 13 | 27.80 |
-- worst max-delay path, stage by stage --
cell and delay [ns]:
clkdlybuf4s50_1 0.40, ha_1 0.23, fa_1 0.40, a21oi_1 0.21
nor2_1 0.07, nor2_1 0.15, xnor2_1 0.14, clkdlybuf4s50_1 0.49
-- per-layer routing --
layer | part of all wire (%) | GRT usage, % | vias up
met3 | 9.0 | 1.136 | 0
met4 | 0 | 0 | 0
li1 | - | - | 212
met2 | 38 | 4.254 | 16
met1 | 53 | 4.907 | 170
met5 | 0 | 0 | -
-- area by class of cell --
class,count,area [µm²]
multi-input combinational,39,312.8
inverter,3,11.26
fill,382,2784
timing repair buffer,25,250.2
tap,46,57.56
-- report_power, final --
part	switching (µW)	total (µW)	internal [µW]
Combinational	25.2	73.0	47.8
Sequential	0	0	0
Clock	0	0	0
Total	25.2	73.0	47.8
-- through the flow --
stage	total power (µW)	cell area [µm²]	utilization, %	instances	hold slack, ns
after CTS	74.78	631.9	18.50	113	3.082
after global placement	73.25	631.9	18.50	113	3.078
after detailed placement	74.02	631.9	18.50	113	3.083
after floorplan	29.08	324.1	-	42	2.112
final	73.02	631.9	18.50	113	3.067
after global routing	81.52	631.9	18.50	113	3.100
No activity file was given, so power comes from the tool's default toggle rates.
